<file path="/design/flow/design.v">
`timescale 1ns / 1ps
module main(
	 input clk, 
	 input [19:0] data,
	 output reg [7:0] result_Ra,
	 output reg [7:0] result_Rb,
	 output reg [7:0] result_Rc,
	 output reg [7:0] result_Rd,
	 output reg [15:0] result_bFloat,
	 output reg SF,
	 output reg ZF
    );
	 reg [7:0] Ra;
	 reg [7:0] Rb;
	 reg [7:0] Rc;
	 reg [7:0] Rd;
	 reg [15:0]result_mul;
	 parameter Ra_flag = 8'b00000001;
	 parameter Rb_flag = 8'b00000010;
	 parameter Rc_flag = 8'b00000100;
	 parameter Rd_flag = 8'b00001000;
	 parameter save_op = 4'b0001;
	 parameter save_reg = 4'b0010;
	 parameter sum_op = 4'b0011;
	 parameter sum_reg = 4'b0100;
	 parameter sub_op = 4'b0101;
	 parameter sub_reg = 4'b0110;
	 parameter mul_op = 4'b0111;
	 parameter mul_reg = 4'b1000;
	 parameter shift_r = 4'b1011;
	 parameter shift_l = 4'b1100;
	 parameter bFloat = 4'b1101;
	 integer i;
	 reg [12:0]floating_point_3digit;
	 reg [15:0] binary_floating_point;
	 reg [7:0] exp_value; 
	 reg [7:0] decimal_point;
	 reg condition;
	 always @ (posedge clk) begin
	    case(data[19:16])
			  save_op: begin
				   case(data[15:8])
					    Ra_flag: begin
						     Ra = data[7:0];
							  if (Ra[7] == 1)
									SF = 1;
							  else
									SF = 0;
							  if (Ra == 0)
									ZF = 1;
							  else
									ZF = 0;
						 end
						 Rb_flag: begin
						     Rb = data[7:0];
							  if (Rb[7] == 1)
									SF = 1;
							  else
									SF = 0;
							  if (Rb == 0)
									ZF = 1;
							  else
									ZF = 0;
						 end
						 Rc_flag: begin
						     Rc = data[7:0];
							  if (Rc[7] == 1)
									SF = 1;
							  else
									SF = 0;
							  if (Rc == 0)
									ZF = 1;
							  else
									ZF = 0;
						 end
						 Rd_flag: begin
						     Rd = data[7:0];
							  if (Rd[7] == 1)
									SF = 1;
							  else
									SF = 0;
							  if (Rd == 0)
									ZF = 1;
							  else
									ZF = 0;
						 end
					endcase
			  end
			  save_reg: begin
				   case(data[15:8])
						 Ra_flag: begin
						     case(data[7:0])
							      Rb_flag: begin
									    Ra = Rb;
									end
									Rc_flag: begin
									    Ra = Rc;
									end
									Rd_flag: begin
									    Ra = Rd;
									end
							  endcase
							  if (Ra[7] == 1)
									SF = 1;
							  else
									SF = 0;
							  if (Ra == 0)
									ZF = 1;
							  else
									ZF = 0;
						 end
						 Rb_flag: begin
						     case(data[7:0])
							      Ra_flag: begin
									    Rb = Ra;
									end
									Rc_flag: begin
									    Rb = Rc;
									end
									Rd_flag: begin
									    Rb = Rd;
									end
							  endcase
							  if (Rb[7] == 1)
									SF = 1;
							  else
									SF = 0;
							  if (Rb == 0)
									ZF = 1;
							  else
									ZF = 0;
						 end
						 Rc_flag: begin
						     case(data[7:0])
							      Ra_flag: begin
									    Rc = Ra;
									end
									Rb_flag: begin
									    Rc = Rb;
									end
									Rd_flag: begin
									    Rc = Rd;
									end
							  endcase
							  if (Rc[7] == 1)
									SF = 1;
							  else
									SF = 0;
							  if (Rc == 0)
									ZF = 1;
							  else
									ZF = 0;
						 end
						 Rd_flag: begin
						     case(data[7:0])
							      Ra_flag: begin
									    Rd = Ra;
									end
									Rb_flag: begin
									    Rd = Rb;
									end
									Rc_flag: begin
									    Rd = Rc;
									end
							  endcase
							  if (Rd[7] == 1)
									SF = 1;
							  else
									SF = 0;
							  if (Rd == 0)
									ZF = 1;
							  else
									ZF = 0;
						 end
					endcase
			  end
			  sum_op: begin
			      case(data[15:8])
						 Ra_flag: begin
						     Ra = Ra + data[7:0];
							  if (Ra[7] == 1)
									SF = 1;
							  else
									SF = 0;
							  if (Ra == 0)
									ZF = 1;
							  else
									ZF = 0;
						 end
						 Rb_flag: begin
						     Rb = Rb + data[7:0];
							  if (Rb[7] == 1)
									SF = 1;
							  else
									SF = 0;
							  if (Rb == 0)
									ZF = 1;
							  else
									ZF = 0;
						 end
						 Rc_flag: begin
						     Rc = Rc + data[7:0];
							  if (Rc[7] == 1)
									SF = 1;
							  else
									SF = 0;
							  if (Rc == 0)
									ZF = 1;
							  else
									ZF = 0;
						 end
						 Rd_flag: begin
						     Rd = Rd + data[7:0];
							  if (Rd[7] == 1)
									SF = 1;
							  else
									SF = 0;
							  if (Rd == 0)
									ZF = 1;
							  else
									ZF = 0;
						 end
					endcase
			  end
			  sum_reg: begin
			      case(data[15:8])
						 Ra_flag: begin
						     case(data[7:0])
									Ra_flag: begin
										 Ra = Ra + Ra;
									end
							      Rb_flag: begin
									    Ra = Ra + Rb;
									end
									Rc_flag: begin
									    Ra = Ra + Rc;
									end
									Rd_flag: begin
									    Ra = Ra + Rd;
									end
							  endcase
							  if (Ra[7] == 1)
									SF = 1;
							  else
									SF = 0;
							  if (Ra == 0)
									ZF = 1;
							  else
									ZF = 0;
						 end
						 Rb_flag: begin
						     case(data[7:0])
							      Ra_flag: begin
									    Rb = Rb + Ra;
									end
									Rc_flag: begin
									    Rb = Rb + Rc;
									end
									Rd_flag: begin
									    Rb = Rb + Rd;
									end
							  endcase
							  if (Rb[7] == 1)
									SF = 1;
							  else
									SF = 0;
							  if (Rb == 0)
									ZF = 1;
							  else
									ZF = 0;
						 end
						 Rc_flag: begin
						     case(data[7:0])
							      Ra_flag: begin
									    Rc = Rc + Ra;
									end
									Rb_flag: begin
									    Rc = Rc + Rb;
									end
									Rd_flag: begin
									    Rc = Rc + Rd;
									end
							  endcase
							  if (Rc[7] == 1)
									SF = 1;
							  else
									SF = 0;
							  if (Rc == 0)
									ZF = 1;
							  else
									ZF = 0;
						 end
						 Rd_flag: begin
						     case(data[7:0])
							      Ra_flag: begin
									    Rd = Rd + Ra;
									end
									Rb_flag: begin
									    Rd = Rd + Rb;
									end
									Rc_flag: begin
									    Rd = Rd + Rc;
									end
							  endcase
							  if (Rd[7] == 1)
									SF = 1;
							  else
									SF = 0;
							  if (Rd == 0)
									ZF = 1;
							  else
									ZF = 0;
						 end
					endcase
			  end
			  sub_op: begin
			      case(data[15:8])
						 Ra_flag: begin
						     Ra = Ra - data[7:0];
							  if (Ra[7] == 1)
									SF = 1;
							  else
									SF = 0;
							  if (Ra == 0)
									ZF = 1;
							  else
									ZF = 0;
						 end
						 Rb_flag: begin
						     Rb = Rb - data[7:0];
							  if (Rb[7] == 1)
									SF = 1;
							  else
									SF = 0;
							  if (Rb == 0)
									ZF = 1;
							  else
									ZF = 0;
						 end
						 Rc_flag: begin
						     Rc = Rc - data[7:0];
							  if (Rc[7] == 1)
									SF = 1;
							  else
									SF = 0;
							  if (Rc == 0)
									ZF = 1;
							  else
									ZF = 0;
						 end
						 Rd_flag: begin
						     Rd = Rd - data[7:0];
							  if (Rd[7] == 1)
									SF = 1;
							  else
									SF = 0;
							  if (Rd == 0)
									ZF = 1;
							  else
									ZF = 0;
						 end
					endcase
			  end
			  sub_reg: begin
			      case(data[15:8])
						 Ra_flag: begin
						     case(data[7:0])
							      Rb_flag: begin
									    Ra = Ra - Rb;
									end
									Rc_flag: begin
									    Ra = Ra - Rc;
									end
									Rd_flag: begin
									    Ra = Ra - Rd;
									end
							  endcase
							  if (Ra[7] == 1)
									SF = 1;
							  else
									SF = 0;
							  if (Ra == 0)
									ZF = 1;
							  else
									ZF = 0;
						 end
						 Rb_flag: begin
						     case(data[7:0])
							      Ra_flag: begin
									    Rb = Rb - Ra;
									end
									Rc_flag: begin
									    Rb = Rb - Rc;
									end
									Rd_flag: begin
									    Rb = Rb - Rd;
									end
							  endcase
							  if (Rb[7] == 1)
									SF = 1;
							  else
									SF = 0;
							  if (Rb == 0)
									ZF = 1;
							  else
									ZF = 0;
						 end
						 Rc_flag: begin
						     case(data[7:0])
							      Ra_flag: begin
									    Rc = Rc - Ra;
									end
									Rb_flag: begin
									    Rc = Rc - Rb;
									end
									Rd_flag: begin
									    Rc = Rc - Rd;
									end
							  endcase
							  if (Rc[7] == 1)
									SF = 1;
							  else
									SF = 0;
							  if (Rc == 0)
									ZF = 1;
							  else
									ZF = 0;
						 end
						 Rd_flag: begin
						     case(data[7:0])
							      Ra_flag: begin
									    Rd = Rd - Ra;
									end
									Rb_flag: begin
									    Rd = Rd - Rb;
									end
									Rc_flag: begin
									    Rd = Rd - Rc;
									end
							  endcase
							  if (Rd[7] == 1)
									SF = 1;
							  else
									SF = 0;
							  if (Rd == 0)
									ZF = 1;
							  else
									ZF = 0;
						 end
					endcase
			  end
			  mul_op: begin
			      case(data[15:8])
						 Ra_flag: begin
						     result_mul = Ra * data[7:0];
						 end
						 Rb_flag: begin
						     result_mul = Rb * data[7:0];
						 end
						 Rc_flag: begin
						     result_mul = Rc * data[7:0];
						 end
						 Rd_flag: begin
						     result_mul = Rd * data[7:0];
						 end
					endcase
					Ra = result_mul[7:0];
					Rd = result_mul[15:8];
					if (Rd[7] == 1)
						 SF = 1;
					else
						 SF = 0;
					if (Rd == 0 && Ra == 0)
						 ZF = 1;
					else
						 ZF = 0;
			  end
			  mul_reg: begin
			      case(data[15:8])
						 Ra_flag: begin
						     case(data[7:0])
							      Rb_flag: begin
									    result_mul = Ra * Rb;
									end
									Rc_flag: begin
									    result_mul = Ra * Rc;
									end
									Rd_flag: begin
									    result_mul = Ra * Rd;
									end
							  endcase
						 end
						 Rb_flag: begin
						     case(data[7:0])
							      Ra_flag: begin
									    result_mul = Rb * Ra;
									end
									Rc_flag: begin
									    result_mul = Rb * Rc;
									end
									Rd_flag: begin
									    result_mul = Rb * Rd;
									end
							  endcase
						 end
						 Rc_flag: begin
						     case(data[7:0])
							      Ra_flag: begin
									    result_mul = Rc * Ra;
									end
									Rb_flag: begin
									    result_mul = Rc * Rb;
									end
									Rd_flag: begin
									    result_mul = Rc * Rd;
									end
							  endcase
						 end
						 Rd_flag: begin
						     case(data[7:0])
							      Ra_flag: begin
									    result_mul = Rd * Ra;
									end
									Rb_flag: begin
									    result_mul = Rd * Rb;
									end
									Rc_flag: begin
									    result_mul = Rd * Rc;
									end
							  endcase
						 end
					endcase
					Ra = result_mul[7:0];
					Rd = result_mul[15:8];
					if (Rd[7] == 1)
						 SF = 1;
					else
						 SF = 0;
					if (Rd == 0 && Ra == 0)
						 ZF = 1;
					else
						 ZF = 0;
			  end
			  shift_r: begin
			      case(data[15:8])
						 Ra_flag: begin
						     for (i=0;i<data[7:0];i = i+1)
							      Ra = Ra/2;
							  if (Ra[7] == 1)
									SF = 1;
							  else
									SF = 0;
							  if (Ra == 0)
									ZF = 1;
							  else
									ZF = 0;
						 end
						 Rb_flag: begin
						     for (i=0;i<data[7:0];i = i+1)
							      Rb = Rb/2;
							  if (Rb[7] == 1)
									SF = 1;
							  else
									SF = 0;
							  if (Rb == 0)
									ZF = 1;
							  else
									ZF = 0;
						 end
						 Rc_flag: begin
						     for (i=0;i<data[7:0];i = i+1)
							      Rc = Rc/2;
							  if (Rc[7] == 1)
									SF = 1;
							  else
									SF = 0;
							  if (Rc == 0)
									ZF = 1;
							  else
									ZF = 0;
						 end
						 Rd_flag: begin
						     for (i=0;i<data[7:0];i = i+1)
							      Rd = Rd/2;
							  if (Rd[7] == 1)
									SF = 1;
							  else
									SF = 0;
							  if (Rd == 0)
									ZF = 1;
							  else
									ZF = 0;
						 end
					endcase
			  end
			  shift_l: begin
			      case(data[15:8])
						 Ra_flag: begin
						     for (i=0;i<data[7:0];i = i+1)
							      Ra = Ra*2;
							  if (Ra[7] == 1)
									SF = 1;
							  else
									SF = 0;
							  if (Ra == 0)
									ZF = 1;
							  else
									ZF = 0;
						 end
						 Rb_flag: begin
						     for (i=0;i<data[7:0];i = i+1)
							      Rb = Rb*2;
							  if (Rb[7] == 1)
									SF = 1;
							  else
									SF = 0;
							  if (Rb == 0)
									ZF = 1;
							  else
									ZF = 0;
						 end
						 Rc_flag: begin
						     for (i=0;i<data[7:0];i = i+1)
							      Rc = Rc*2;
							  if (Rc[7] == 1)
									SF = 1;
							  else
									SF = 0;
							  if (Rc == 0)
									ZF = 1;
							  else
									ZF = 0;
						 end
						 Rd_flag: begin
						     for (i=0;i<data[7:0];i = i+1)
							      Rd = Rd*2;
							  if (Rd[7] == 1)
									SF = 1;
							  else
									SF = 0;
							  if (Rd == 0)
									ZF = 1;
							  else
									ZF = 0;
						 end
					endcase
			  end
			  bFloat: begin
			      Rb[6:0] = 0;
					binary_floating_point = 0;
					exp_value = 0;
					Rc = 0;
					decimal_point = data[15:8];
					if(data[7:0] < 10) 
						floating_point_3digit = data[7:0] * 100;
					else if(data[7:0] < 100)
						floating_point_3digit = data[7:0] * 10;
					else
						floating_point_3digit = data[7:0];
					for(i = 0; i < 16; i = i + 1) begin 
						floating_point_3digit = floating_point_3digit * 2;				
						if (floating_point_3digit >= 1000) begin
							binary_floating_point[15 - i] = 1;
							floating_point_3digit = floating_point_3digit - 1000;
						end
						else
							binary_floating_point[15 - i] = 0;
					end
					SF = 0;
					if(decimal_point[7]) begin
						SF = 1;
						decimal_point = ~decimal_point + 1;
					end
					exp_value = -1; 
					for(i = 0; i < 8; i = i + 1)  
						if(decimal_point[i]) 
							exp_value = i;
					condition = 1;
					if(exp_value[7])
						for(i = 0; i < 8; i = i + 1)
							if(binary_floating_point[15 - i] == 0 & condition)  
								exp_value = -1 * i - 2;
							else
								condition = 0;
					Rc = 127 + exp_value; 
					case(exp_value) 
						8'b11111001: Rb[6 : 0] = binary_floating_point[8:2];
						8'b11111010: Rb[6 : 0] = binary_floating_point[9:3];
						8'b11111011: Rb[6 : 0] = binary_floating_point[10:4];
						8'b11111100: Rb[6 : 0] = binary_floating_point[11:5];
						8'b11111101: Rb[6 : 0] = binary_floating_point[12:6];
						8'b11111110: Rb[6 : 0] = binary_floating_point[13:7];
						8'b11111111: Rb[6 : 0] = binary_floating_point[14:8];
						0: begin 
							Rb[6 : 0] = binary_floating_point[15 : 9];
						end
						1: begin 
							Rb[6 : 6] = decimal_point[0:0]; 
							Rb[5 : 0] = binary_floating_point[15 : 10];
						end
						2: begin 
							Rb[6 : 5] = decimal_point[1:0]; 
							Rb[4 : 0] = binary_floating_point[15 : 11];
						end
						3: begin 
							Rb[6 : 4] = decimal_point[2:0]; 
							Rb[3 : 0] = binary_floating_point[15 : 12];
						end
						4: begin 
							Rb[6 : 3] = decimal_point[3:0]; 
							Rb[2 : 0] = binary_floating_point[15 : 13];
						end
						5: begin 
							Rb[6 : 2] = decimal_point[4:0]; 
							Rb[1 : 0] = binary_floating_point[15 : 14];
						end
						6: begin 
							Rb[6 : 1] = decimal_point[5:0]; 
							Rb[0 : 0] = binary_floating_point[15 : 15];
						end
					endcase
					if(decimal_point == 0 && data[7:0] == 0)begin  
						Rb[6:0] = 0;
						Rc = 0;
						ZF = 1;
					end
					else
						ZF = 0;
					Rb[7] = SF;
					result_bFloat[15] = SF;
					result_bFloat[14:7] = Rc;
					result_bFloat[6:0] = Rb[6:0];
			  end
			  default: begin
					result_Ra = 8'bX;
					result_Rb = 8'bX;
					result_Rc = 8'bX;
					result_Rd = 8'bX;
					result_bFloat = 16'bX;
					SF = 1'bX;
					ZF = 1'bX;
			  end
		 endcase
		 result_Ra = Ra;
		 result_Rb = Rb;
		 result_Rc = Rc;
		 result_Rd = Rd;
	 end
endmodule
</file>
<file path="/design/flow/run.sh">
#!/bin/bash
# OpenROAD 26Q1-2900-gdf79404cd8, Yosys 0.63+post, stock flow scripts
make -C /OpenROAD-flow-scripts/flow DESIGN_CONFIG=/design/flow/config.mk WORK_HOME=/design/flow/orfs finish
</file>
<file path="/design/flow/config.mk">
export PLATFORM = sky130hd
export DESIGN_NAME = main
export DESIGN_NICKNAME = main
export VERILOG_FILES = /design/flow/design.v
export SDC_FILE = /design/flow/constraint.sdc
export NUM_CORES = 4
export LEC_CHECK = 1
export CORE_UTILIZATION = 50
export SYNTH_HDL_FRONTEND = slang
</file>
<file path="/design/flow/constraint.sdc">
current_design main

set clk_period 30.5
set clk_io_pct 0.2

create_clock -name clk0 -period $clk_period [get_ports {clk}]

set non_clock_inputs [all_inputs -no_clocks]
set_input_delay [expr $clk_period * $clk_io_pct] -clock clk0 $non_clock_inputs
set_output_delay [expr $clk_period * $clk_io_pct] -clock clk0 [all_outputs]
</file>
==> results.sh <==
# physical design summary
export IMPL_status="finished, final reports clean"
export IMPL_drive_above_1_share_pct=5.586
export IMPL_die_area_um2=83800
export IMPL_synth_simple_area_share_pct=18.36
export IMPL_fmax_mhz=50.22
export IMPL_finalSetupTns_ps=0
export IMPL_fill_cells=7820
export IMPL_antenna_found_initial=15
export IMPL_overflow=0
export IMPL_critical_path_class="input port to register"
export IMPL_ant_nets=0
export IMPL_max_cap_violations=0
export IMPL_cpMaxStageDelayCell="a31oi_4"
export IMPL_via_per_inst=6.634
export IMPL_syn_area_per_cell_um2=7.499
export IMPL_worstMarginPinSlew_ps=1078
export IMPL_cts_root_buffer="clkbuf_16"
export IMPL_rr_endpoint="ZF"
export IMPL_cts_buffers=9
export IMPL_cp_endpoint="Rb[1]"
export IMPL_synth_area_um2=41320
export IMPL_crit_start="data[3]"
export IMPL_period_minus_slack_ps=19910
export IMPL_die_width_um=289.5
export IMPL_endpoint_kind="register"
export IMPL_reg2reg_depth=27
export IMPL_async_flop_share_pct=0
export IMPL_final_max_slew_violation_count=0
export IMPL_finalHoldViolCount=0
export IMPL_place_congestion=1.137
export IMPL_cts_reportedPaths_clkPinSlew_ps=60
export IMPL_period_used_pct=65.28
export IMPL_aoi_share_pct=25.81
export IMPL_grtUsageMet1_pct=64.42
export IMPL_post_cts_resized=0
export IMPL_ff_type="edfxtp_1"
export IMPL_clock_path_buffers=2
export IMPL_ys_sh_xor_pct=5.447
export IMPL_setup_viol=0
export IMPL_busiest_layer="met1"
export IMPL_ys_seq_share_pct=4.796
export IMPL_cp_top_family="AND-OR/OR-AND gates"
export IMPL_finalPower_uw=2120
export IMPL_fp_util_pct=50.40
export IMPL_p_leak_uw=0.02019
export IMPL_mux_area_share_pct=0.8812
export IMPL_lay_top_count="inv_1"
export IMPL_htree_levels=3
export IMPL_slew_headroom_pct=27.39
export IMPL_syn_inst=5510
export IMPL_crit_fanout=37
export IMPL_io_buffers=70
export IMPL_ios=71
export IMPL_fa_ha_area_share_pct=35.19
export IMPL_first_pass_iters=13
export IMPL_dr_first_iter_drc_count=5221
export IMPL_yosysChipArea_um2=41320
export IMPL_drc=0
export IMPL_cts_hold_buf=0
export IMPL_synth_edff_count=66
export IMPL_grt_pass1_wl_um=275900
export IMPL_grt_pass1_vias=40585
export IMPL_synthToLayoutAreaGrowth_pct=5.417
export IMPL_max_stage_delay_ps=690
export IMPL_synth_flops=66
export IMPL_cts_tree="built"
export IMPL_dp_hpwl_um=145300
export IMPL_worst_path_buf_inv=8
export IMPL_critPathLaunchType="input port"
export IMPL_die_h_um=289.5
export IMPL_final_cell_mix="inv_1, nand2_1, ha_1, a21oi_1, nor2_1"
export IMPL_reg2reg_from="Rb[2]"
export IMPL_rsz0062_at_grt="no"
export IMPL_use_met3_pct=28.52
export IMPL_ys_types=123
export IMPL_wl_per_cell_um=29.68
export IMPL_num_vias=43016
export IMPL_hp_class="register to register"
export IMPL_track_usage_pct=47.61
export IMPL_grt_use_met2_pct=62.24
export IMPL_yosysWarnings=0
export IMPL_row_count=105
export IMPL_topCombFamilyByArea="adder cells"
export IMPL_drt_wl_total_um=192400
export IMPL_powerDensity_nw_per_um2=48.67
export IMPL_critical_path_depth=49
export IMPL_required_ps=30610
export IMPL_clock_latency_ps=360
export IMPL_rrSetupSlack_ps=21990
export IMPL_crit_top_cell="ha_1"
export IMPL_clock_sinks=66
export IMPL_cp_arrival_ps=20020
export IMPL_warning_count=71
export IMPL_yosysCellCount=5510
export IMPL_coreArea_um2=81980
export IMPL_skew_ps=16.68
export IMPL_grt_max_degree=63
export IMPL_post_cts_setup_buffers=0
export IMPL_peakVddDrop_mv=0.1569
logic make-up after synthesis:
kind of cell    count (synthesis)
simple gates                 1620
fa+ha+maj                     933
flops                          66
buf+inv                      1031
xor+xnor                      257
compound gates               1568
mux                            35
routing by layer:
layer	up-vias	share of wire [%]	wire length [um]
li1	18998	-	-
met3	569	17	32420
met4	28	5.2	10040
met5	-	0.25	481
met1	20462	39	74810
met2	2959	39	74670
how the worst min path moves through the flow:
stage,endpoint,slack [ps],cells past startpoint,from
CTS,result_mul[1],830,4,result_mul[1]
global route,result_mul[0],860,2,result_mul[0]
finish,result_mul[1],840,4,result_mul[1]
area by class of cell:
class                           instances  area [um2]  area share, %
Clock inverter                          5       31.28        0.07181
Clock buffer                           11       232.7         0.5343
Timing Repair Buffer                  245        1989          4.567
Multi-Input combinational cell       4413       35470          81.42
Antenna cell                            8       20.02        0.04596
Tap cell                             1070        1339          3.073
Inverter                              666        2500          5.739
Sequential cell                        66        1982          4.550
registers in the layout, indices dropped and copies added, names as in the netlist:
name / cells
Ra: 8
SF: 1
result_bFloat: 16
ZF: 1
Rb: 8
Rc: 8
Rd: 8
result_mul: 16
metrics by stage:
step / util [%] / instance area [um2] / cells / setup WS (ps) / hold slack [ps]
2_1_floorplan: - / 41320 / 5510 / 12930 / 656.6
3_3_place_gp: 52.79 / 43280 / 6460 / 10700 / 814.4
3_5_place_dp: 52.79 / 43280 / 6460 / 10560 / 816.3
4_1_cts: 53.11 / 43540 / 6476 / 10940 / 832.1
5_1_grt: 53.11 / 43540 / 6477 / 9765 / 858.4
6_report: 53.13 / 43560 / 6484 / 10590 / 843.8
synthesized netlist by cell type (66+ instances only):
library cell,n,area (um2)
o21bai_1,108,810.8
nand3_1,86,430.4
edfxtp_1,66,1982
nand2_1,621,2331
a21o_1,68,510.5
inv_1,654,2455
nor2_1,393,1475
xnor2_1,197,1725
clkbuf_1,307,1152
nor3_1,78,390.4
o21ai_0,230,1151
and2_1,216,1351
a21oi_1,471,2357
a22oi_1,82,615.6
fa_1,382,7647
ha_1,551,6894
tightest hold or removal path: cells and delay by family (launching register included):
family	cells	cell delay, ps
compound gates	2	210
flops	1	370
simple gates	2	150
power by group:
group	internal, uW	leakage, uW	total [uW]	switching [uW]
clock	54.8	0.000119	103	48.0
combinational	666	0.0195	1900	1230
sequential	109	0.000608	116	7.62
Power and IR drop assume default switching activity.
